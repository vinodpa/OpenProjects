$ cat ./design.v
`timescale 1ns/1ps
module axi_lite_master #
   (
    parameter integer C_M_AXI_ADDR_WIDTH = 32,
    parameter integer C_M_AXI_DATA_WIDTH = 32,
  parameter C_NUM_COMMANDS = 16,
  parameter READ_WRITE_ADDR = 32'h88000000
    )
   (
    input wire M_AXI_ACLK,
    input wire M_AXI_ARESETN,
    output wire [C_M_AXI_ADDR_WIDTH-1:0] M_AXI_AWADDR,
    output wire [3-1:0] M_AXI_AWPROT,
    output wire M_AXI_AWVALID,
    input wire M_AXI_AWREADY,
    output wire [C_M_AXI_DATA_WIDTH-1:0] M_AXI_WDATA,
    output wire [C_M_AXI_DATA_WIDTH/8-1:0] M_AXI_WSTRB,
    output wire M_AXI_WVALID,
    input wire M_AXI_WREADY,
    input wire [2-1:0] M_AXI_BRESP,
    input wire M_AXI_BVALID,
    output wire M_AXI_BREADY,
    output wire [C_M_AXI_ADDR_WIDTH-1:0] M_AXI_ARADDR,
    output wire [3-1:0] M_AXI_ARPROT,
    output wire M_AXI_ARVALID,
    input wire M_AXI_ARREADY,
    input wire [C_M_AXI_DATA_WIDTH-1:0] M_AXI_RDATA,
    input wire [2-1:0] M_AXI_RRESP,
    input wire M_AXI_RVALID,
    output wire M_AXI_RREADY,
    output wire DONE_SUCCESS,
   input wire start_input_gpio,
   output wire 		 	test_awvalid,
    output wire [31:0]	test_awaddr,
    output wire [31:0] 	test_wdata,
    output wire 		 	test_wvalid,
   output wire       	test_bready,
   output wire			test_bvalid,
    output wire     	 	test_rready,
   output wire [31:0] 	test_araddr,
   output wire       	test_arvalid,
   output wire [31:0]	test_rdata,
   output wire			test_rvalid
    );
   reg 		awvalid;
   reg 		wvalid;
   reg 		push_write;
   reg 		pop_read;
   reg          arvalid;
   reg          rready;
   reg          bready;
   reg [31:0] 	awaddr;
   reg [31:0] 	wdata;
   reg [31:0] 	araddr;
   wire 	write_resp_error;
   wire         read_resp_error;
  wire [31:0]		rdata;
   reg          writes_done;
   reg          reads_done;
   reg          error_reg;
   reg [31:0] 	write_index;
   reg [31:0] 	read_index;
   reg [31:0] 	check_rdata;
   reg          done_success_int;
   wire         read_mismatch;
   wire 	last_write;
   wire 	last_read;
assign test_awvalid = awvalid;
assign test_awaddr = awaddr ;
assign test_wdata = wdata;
assign test_wvalid = wvalid;
assign test_bready = bready;
assign test_bvalid = M_AXI_BVALID;
assign test_rready = rready;
assign test_araddr = araddr ;
assign test_arvalid = arvalid ;
assign test_rdata = M_AXI_RDATA;
assign test_rvalid = M_AXI_RVALID;
assign M_AXI_AWADDR = awaddr;
assign M_AXI_WDATA = wdata;
assign M_AXI_AWPROT = 3'h0;
assign M_AXI_AWVALID = awvalid;
assign M_AXI_WVALID = wvalid;
assign M_AXI_WSTRB = -1;
assign M_AXI_BREADY = bready;
assign M_AXI_ARADDR = araddr;
assign M_AXI_ARVALID = arvalid;
assign M_AXI_ARPROT = 3'b0;
assign M_AXI_RREADY = rready;
assign DONE_SUCCESS = done_success_int;
assign reset_start = M_AXI_ARESETN && start_input_gpio ;
always @(posedge M_AXI_ACLK)
  begin
     if (reset_start == 0)
       awvalid <= 1'b0;
     else if (M_AXI_AWREADY && awvalid)
       awvalid <= 1'b0;
     else if (push_write)
       awvalid <= 1'b1;
     else
       awvalid <= awvalid;
  end
   always @(posedge M_AXI_ACLK)
  begin
      if ( reset_start == 0)
    wvalid <= 1'b0;
      else if (M_AXI_WREADY && wvalid)
    wvalid <= 1'b0;
     else if (push_write)
       wvalid <= 1'b1;
     else
       wvalid <= awvalid;
  end
always @(posedge M_AXI_ACLK)
  begin
     if (reset_start == 0)
     bready <= 1'b0;
      else
     bready <= 1'b1;
  end
assign write_resp_error = bready & M_AXI_BVALID & M_AXI_BRESP[1];
always @(posedge M_AXI_ACLK)
  begin
     if (reset_start == 0)
       arvalid <= 1'b0;
     else if (M_AXI_ARREADY && arvalid)
       arvalid <= 1'b0;
     else if (pop_read)
       arvalid <= 1'b1;
     else
       arvalid <= arvalid;
  end
always @(posedge M_AXI_ACLK)
  begin
     if (reset_start == 0)
     rready <= 1'b0;
      else
     rready <= 1'b1;
   end
assign read_resp_error = rready & M_AXI_RVALID & M_AXI_RRESP[1];
always @(write_index)
  begin
     awaddr <= READ_WRITE_ADDR+ ((write_index-1)*4) ;
  end
always @(read_index)
  begin
  araddr <= READ_WRITE_ADDR + ((read_index-1)*4) ;
  end
always @(write_index)
  begin
  wdata <= write_index ;
  end
always @(read_index)
  begin
  check_rdata <= read_index ;
  end
always @(posedge M_AXI_ACLK)
  begin
      if (reset_start == 0)
  begin
     push_write <= 1'b0;
     write_index <= 0;
  end
      else if (~awvalid && ~wvalid && ~last_write && ~push_write)
  begin
     push_write <= 1'b1;
     write_index <= write_index + 1;
  end
      else
  begin
     push_write <= 1'b0;  
     write_index <= write_index;
  end
  end
assign last_write = (write_index == C_NUM_COMMANDS);
always @(posedge M_AXI_ACLK)
  begin
     if (reset_start == 0)
       writes_done <= 1'b0;
     else if (last_write && M_AXI_BVALID)
       writes_done <= 1'b1;
     else
       writes_done <= writes_done;
  end
assign last_read = (read_index == C_NUM_COMMANDS);
always @(posedge M_AXI_ACLK)
  begin
     if (reset_start == 0 || writes_done == 0)
       begin
    pop_read <= 1'b0;
    read_index <= 0;
       end
     else if (~arvalid && ~last_read && ~pop_read)
       begin
    pop_read <= 1'b1;
    read_index <= read_index + 1;
       end
     else
       begin
    pop_read <= 1'b0;
    read_index <= read_index;
       end
  end
always @(posedge M_AXI_ACLK)
  begin
     if (reset_start == 0)
       reads_done <= 1'b0;
     else if (last_read && M_AXI_RVALID)
       reads_done <= 1'b1;
     else
       reads_done <= reads_done;
  end
assign read_mismatch = ((M_AXI_RVALID && rready) && (M_AXI_RDATA != check_rdata));
always @(posedge M_AXI_ACLK)
  begin
     if (reset_start == 0)
       error_reg <= 1'b0;
     else if (read_mismatch || write_resp_error || read_resp_error)
       error_reg <= 1'b1;
     else
       error_reg <= error_reg;
  end
always @(posedge M_AXI_ACLK)
  begin
     if (reset_start == 0 )
       done_success_int <= 1'b0;
     else if (writes_done && reads_done && ~error_reg)
       done_success_int <= 1'b1;
     else
       done_success_int <= done_success_int;
  end
endmodule
$ cat ./run.sh
#!/bin/bash
# OpenROAD 26Q1-2900-gdf79404cd8, Yosys 0.63+post, stock flow scripts
make -C /OpenROAD-flow-scripts/flow DESIGN_CONFIG=/design/flow/config.mk WORK_HOME=/design/flow/orfs finish
$ cat ./config.mk
export PLATFORM = sky130hd
export DESIGN_NAME = axi_lite_master
export DESIGN_NICKNAME = axi_lite_master
export VERILOG_FILES = /design/flow/design.v
export SDC_FILE = /design/flow/constraint.sdc
export NUM_CORES = 4
export LEC_CHECK = 1
export CORE_AREA = 10 10 181 181
export DIE_AREA = 0 0 191 191
$ cat ./constraint.sdc
current_design axi_lite_master

set clk_period 7.9
set clk_io_pct 0.2

create_clock -name clk0 -period $clk_period [get_ports {M_AXI_ACLK}]

set non_clock_inputs [all_inputs -no_clocks]
set_input_delay [expr $clk_period * $clk_io_pct] -clock clk0 $non_clock_inputs
set_output_delay [expr $clk_period * $clk_io_pct] -clock clk0 [all_outputs]
==> job_summary.md <==
## PnR job results

| Metric | Value |
|---|---|
| Worst path cell trace | `inv_1 > ha_1 > nor3b_1 > nand4b_1 > and3b_1 > nand2_1 > xnor2_1 > ha_1 > mux2_2 > nor3_1 > a41oi_1 > xor2_1 > clkdlybuf4s50_1` |
| Synth flops | `74` |
| Placed Cells | `roughly 1300` |
| Post-cts sizing count | `0` |
| DRC viols | `0` |
| IO Pins | `291` |
| Core area | `roughly 29000 µm²` |
| Total track usage | `0.108` |
| Yosys cell types | `48` |
| FP Util | `0.207` |
| CTS Buf Count | `9` |
| RSZ-0062 raised after global routing | `no` |
| Gpl congestion | `about 0.89` |
| First-pass GRT wire length | `between 30 and 40 mm` |
| Pwr Density | `121 nW/µm²` |
| Yosys Chip Area | `5960 µm²` |
| Worst VDD drop | `between 0.00008 and 0.00009 V` |
| Vias/cell | `about 4` |
| TNS Setup | `0 ps` |
| Min-delay worst type | `reg2reg` |
| Final core occ | `0.286` |
| Critical-path maximum fanout | `7` |
| CP Capture Type | `output port` |
| Clk buf depth | `2` |
| Worst EP required | `between 6000 and 7000 ps` |
| Root buffer cell | `clkbuf_16` |
| PnR worst setup slack | `approximately 1800 ps` |
| Pleak | `around 3.0 nW` |
| Latency at later pin | `around 340 ps` |
| Most common cell in the netlist | `buf_4` |
| Initial detailed-routing violation count | `between 300 and 400` |
| Final instance area | `slightly above 8000 µm²` |
| Cts-stage hold buffer count | `0` |
| Cells after synthesis | `a little under 800` |
| Setup violators final | `0` |
| Post-synth EDFFs | `0` |
| Kind of critical path | `reg2out` |
| Placed cell area | `around 8000 µm²` |
| Leading area contributor after synthesis | `dfxtp_1` |
| H-tree levels | `3` |
| Most used cell, CP | `ha_1` |
| First-pass DRT Iterations | `5` |
| Period minus WS final | `a little over 6000 ps` |
| Grt ovf | `0` |
| Tcrit/Tclk final | `0.778` |
| Largest net degree at the start of global routing | `slightly above 40` |
| Via count | `5137` |
| Seq/Total Area, Yosys | `0.248` |
| Max_cap viols | `0` |
| Initial antenna violation count | `0` |
| Asr flop ratio synth | `0` |
| CP Launch Type | `flop` |
| Area share, top type | `0.248` |
| OpenROAD warnings | `29` |
| Die width | `between 150 and 200 µm` |
| Synthesis-to-finish area growth | `38.0%` |
| Die height | `roughly 190 µm` |
| FP Rows | `approximately 62` |
| Clock skew | `between 10 and 15 ps` |
| Critical path's slowest cell | `nor3b_1` |
| FMAX | `approximately 0.16 GHz` |
| Worst slack, placed | `2190 ps` |
| Num Clock Sinks | `about 74` |
| CTS tree | `done` |
| Final slew viol count | `0` |
| Slew margin rel. | `0.459` |
| Top Registers | `read_index x32, write_index x32` |
| Layout cell share with drive strength beyond 1 | `0.0351` |
| Post-Syn Area per Cell | `between 7 and 8 µm²` |
| Yosys stat cell total | `775` |
| Vias in the first global route | `roughly 5200` |
| Clock transition at path regs | `60 ps` |
| Post-DP HPWL | `roughly 17 mm` |
| Status | `finished, final reports clean` |
| Routed Wire Length | `a little over 20 mm` |
| Commonest flop | `dfxtp_1` |
| Final hold viol count | `0` |
| Remaining antenna violation count after routing | `0` |
| Final Non-Filler Cells | `roughly 1300` |
| Crit path DAT | `4570 ps` |
| Top cells, area | `dfxtp_1 25%, buf_4 19%, xor2_1 13%, xnor2_1 7.8%, nor2_1 6.0%` |
| Port Buffer Count | `roughly 270` |
| Synth warn | `2` |
| Synthesized cell area | `around 6000 µm²` |
| Ant. Diodes | `0` |
| CP max stage delay | `680 ps` |
| Die Size | `36500 µm²` |
| Measured slew at the worst slew-check pin | `just over 800 ps` |
| Drt wl/cell | `roughly 16 µm` |
| Total setup buffers inserted after CTS | `0` |
| Top cells by count | `152 x buf_4, 95 x nor2_1, 91 x xor2_1, 74 x dfxtp_1, 55 x nand2_1` |
[stage by stage]
stage	power, mW	hold WS (ps)
floorplan	0.473	413
global placement	0.577	451
detailed placement	0.576	462
CTS	1.01	478
global route	1.05	519
finish	0.993	479
[power breakdown]
group	switching (mW)	total, mW	internal, mW
clock network	0.179	0.431	0.251
registers	0.00287	0.378	0.375
logic	0.0597	0.185	0.125
total	0.242	0.993	0.752
[cells in the final DEF, fill, tap and decap left out, types with 7 or more instances in the layout]
| cell type | Yosys | layout |
|---|---|---|
| clkdlybuf4s50_1 | 0 | 270 |
| nand3_1 | 28 | 28 |
| inv_1 | 15 | 15 |
| nand2_1 | 55 | 55 |
| nand4_1 | 17 | 17 |
| xnor2_1 | 53 | 53 |
| nor4_1 | 26 | 26 |
| and3_1 | 13 | 13 |
| nor3_1 | 24 | 24 |
| dfxtp_1 | 74 | 74 |
| a21oi_1 | 12 | 12 |
| conb_1 | 2 | 18 |
| xor2_1 | 91 | 91 |
| and4_1 | 7 | 7 |
| nor2_1 | 95 | 95 |
| o21ai_0 | 9 | 9 |
| clkbuf_16 | 0 | 9 |
| or3_1 | 12 | 12 |
[worst max-delay path, delay by kind of cell, from the launching register on]
kind            cells  cell delay, ps
xor+xnor            2             410
fa+ha+maj           2             440
buf+inv             2             700
flops               1             370
simple gates        5            1890
compound gates      1              70
mux                 1             350
[cell type report]
class / count / area, µm²
flip-flops and latches: 74 / 1480
multi-input cells: 502 / 3150
clock buffers: 9 / 225
clock inverters: 7 / 83.8
inverters: 16 / 60.1
fillers: 2980 / 20600
repair buffers: 276 / 2750
well taps: 384 / 480
[worst paths after layout]
path / endpoint / depth (start not counted) / slack (ps) / start
setup / recovery: test_araddr[31] / 13 / 1750 / read_index[0]
hold / removal: reads_done / 2 / 480 / reads_done
setup reg to reg: read_index[5] / 9 / 4820 / read_index[0]
hold reg to reg: reads_done / 2 / 480 / reads_done
[metal layers]
layer,global-route usage,vias to the layer above,part of all wire
met5,0,-,0
li1,-,2598,-
met3,0.0254,8,0.079
met4,0.00848,0,0.0086
met1,0.142,2347,0.42
met2,0.184,184,0.49
[kinds of logic (layout without fill, tap and decap cells)]
logic type / count (synthesis) / count (layout) / synth area share
fa+ha+maj: 6 / 6 / 0.0126
compound gates: 33 / 33 / 0.0365
simple gates: 299 / 299 / 0.253
flops: 74 / 74 / 0.248
buf+inv: 215 / 308 / 0.234
xor+xnor: 144 / 144 / 0.211
mux: 2 / 2 / 0.00357
other cells: 2 / 18 / 0.00126
No activity file was given, so power comes from the tool's default toggle rates.
